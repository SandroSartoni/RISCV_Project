$ cat flow/design.v
module mux4to1 (inA,inB,inC,inD,sel,out);
  parameter width = 32;
  input [width-1:0] inA;
  input [width-1:0] inB;
  input [width-1:0] inC;
  input [width-1:0] inD;
  input [1:0] sel;
  output [width-1:0] out;
  logic [width-1:0] temp;
  assign out = (temp);
  always_comb begin
    if (sel==2'b00) begin
      temp=inA;
    end else if (sel==2'b01) begin
      temp=inB;
    end else if (sel==2'b10) begin
      temp=inC;
    end else begin
      temp=inD;
    end
  end
endmodule  
$ cat flow/run.sh
#!/bin/bash
# OpenROAD 26Q1-2900-gdf79404cd8, Yosys 0.63+post, stock flow scripts
make -C /OpenROAD-flow-scripts/flow DESIGN_CONFIG=/design/flow/config.mk WORK_HOME=/design/flow/orfs finish
$ cat flow/config.mk
export PLATFORM = sky130hd
export DESIGN_NAME = mux4to1
export DESIGN_NICKNAME = mux4to1
export VERILOG_FILES = /design/flow/design.v
export SDC_FILE = /design/flow/constraint.sdc
export NUM_CORES = 4
export LEC_CHECK = 1
export CORE_AREA = 10 10 76 76
export DIE_AREA = 0 0 86 86
$ cat flow/constraint.sdc
current_design mux4to1

set clk_period 3.1
set clk_io_pct 0.2

create_clock -name clk0 -period $clk_period

set non_clock_inputs [all_inputs -no_clocks]
set_input_delay [expr $clk_period * $clk_io_pct] -clock clk0 $non_clock_inputs
set_output_delay [expr $clk_period * $clk_io_pct] -clock clk0 [all_outputs]
==> reports/qor.log <==
INFO  logic_synthesis yosysTopAreaCell=sky130_fd_sc_hd__mux4_2
INFO  worst_setup_path timing.critical_path.mode_cell=sky130_fd_sc_hd__clkdlybuf4s50_1
INFO  cells_and_area clkbuf_count=0
INFO  worst_setup_path path_max_fanout=32
INFO  drt            final_routed_wirelength=5.676mm
INFO  cells_and_area post-route-util=60.14%
INFO  logic_synthesis synth_dominant_cell_count=sky130_fd_sc_hd__mux4_2
INFO  logic_synthesis post_synth_num_cell_types=5
INFO  worst_setup_path critPathTopFamily=buffers and inverters
INFO  die            fp.dieH=86microns
INFO  worst_setup_path cp.arrival=2130ps
INFO  drt            ant_nets=0
INFO  job            stage_log_warnings=33
INFO  worst_hold_path min_path_cells=4
INFO  worst_setup_path critical_path.slowest_cell=sky130_fd_sc_hd__clkdlybuf4s50_1
INFO  cells_and_area fin_area=2475squm
INFO  place          place_inst=248
INFO  job            cap_viol_max_count=0
INFO  place          place.gp.congestion=0.8479
INFO  global_route   grt_start_max_net_pins=33
INFO  logic_synthesis syn-instance-count=39
INFO  timing         final_critical_path_setup_slack=349.6ps
INFO  timing         setup_violations=0
INFO  global_route   global_route_wire_length_before_repair=8.673mm
INFO  drt            drt-initial-drc-count=23
INFO  cells_and_area fillCellCount=315
INFO  die            ios=162
INFO  die            coreArea=4115squm
INFO  worst_setup_path end_kind=primary output
INFO  logic_synthesis synthTopCellsByArea=sky130_fd_sc_hd__mux4_2 83%, sky130_fd_sc_hd__buf_12 7.4%, sky130_fd_sc_hd__mux4_1 6.5%
INFO  logic_synthesis post_synth_instance_area=814.5squm
INFO  global_route   number_of_global_route_vias_before_repair=1363
INFO  logic_synthesis synth_chip_area=814.5squm
INFO  timing         timing.setup.tns=0ps
INFO  pwr            power.leakage=0.8789nW
INFO  global_route   track_usage=15.17%
INFO  place          detailed_placement_hpwl=5.212mm
INFO  logic_synthesis post_synth_most_frequent_cells=30 x sky130_fd_sc_hd__mux4_2, 3 x sky130_fd_sc_hd__buf_12, 3 x sky130_fd_sc_hd__buf_2, 2 x sky130_fd_sc_hd__mux4_1, 1 x sky130_fd_sc_hd__buf_6
INFO  worst_setup_path critical_path.cell_chain=clkdlybuf4s50_1, buf_12, mux4_2, clkdlybuf4s50_1
INFO  place          placement.cell_area=2475squm
INFO  cells_and_area area_added_between_synthesis_and_finish=203.8%
INFO  logic_synthesis synth_stat.cells=39
INFO  timing         hold_violations=0
INFO  cells_and_area layout.cells.non_filler=248
INFO  cts            postCtsSetupRepairBufs=0
INFO  global_route   grt-ovfl-total=0
INFO  cts            post_cts_resized=0
INFO  die            initCoreUtil=19.79%
INFO  timing         max_freq=363.6MHz
INFO  cts            cts_hold_buf=0
INFO  timing         worst_pin_slew=186.3ps
INFO  place          number_of_buffer_cells_added_on_primary_ports=162
INFO  cells_and_area sequential_cell_total=0
INFO  logic_synthesis synth.yosys.warnings=1
INFO  worst_setup_path timing_worst_setup_path_type=primary input to primary output
INFO  drt            vias=1168
INFO  timing         report.final.slew_viol_count=0
INFO  worst_hold_path hold_path.class=primary input to primary output
INFO  drt            post-route-drc-count=0
INFO  drt            avgRoutedWirePerCell=22.89microns
INFO  place          place_ws=332.1ps
INFO  die            die_footprint=7396squm
INFO  die            core.rowCount=23
INFO  timing         worst_case_headroom_to_the_max_slew_limit=87.58%
INFO  status         outcome=finished clean
INFO  timing         finalHoldWorstSlack=2216ps
INFO  timing         grt_setup_unrepaired=false
INFO  drt            avgViaCountPerCell=4.710
INFO  die            die_boundary_width=86microns
INFO  drt            insertedDiodeCount=0
INFO  logic_synthesis sequential_area_share_after_synthesis=0%
INFO  worst_setup_path critPathMaxStageDelay=510ps
INFO  pwr            vdd.ir_drop.worst=0.00006096V
INFO  logic_synthesis synth_top_area_share=82.95%
INFO  cells_and_area regArea=0squm
INFO  worst_setup_path cp.depth=4
INFO  worst_setup_path cp_num_buf_inv=3
INFO  timing         min_period_over_period=88.72%
INFO  global_route   antenna_found_initial=0
INFO  pwr            design_power=0.3433mW
INFO  pwr            total_power_density_per_cell_area=138.7nW/um^2
INFO  worst_setup_path startpoint_type=primary input
INFO  worst_setup_path critPathRequiredTime=2480ps
INFO  drt            detailedRoute.firstPassIterationCount=4
INFO  cells_and_area drive_above_1_share=17.68%
INFO  timing         min_period=2750ps
INFO  logic_synthesis syn-mean-instance-area=20.89squm
[cell type report]
class	instances	area [sq um]	area share, %
Timing Repair Buffer	166	1684	68.05
Multi-Input combinational cell	32	728.2	29.42
Tap cell	50	62.56	2.528
[layer usage]
metal / wire (microns) / global-route usage [%] / vias up / part of all wire [%]
met1: 1976 / 17.31 / 544 / 35
met2: 2911 / 25.83 / 93 / 51
met5: 0 / 0 / - / 0
met3: 736 / 7.817 / 4 / 13
met4: 51 / 1.198 / 0 / 0.90
li1: - / - / 527 / -
[placed cells by master, fill, tap and decap left out]
| cell type | count |
|---|---|
| sky130_fd_sc_hd__buf_12 | 3 |
| sky130_fd_sc_hd__buf_2 | 1 |
| sky130_fd_sc_hd__buf_4 | 1 |
| sky130_fd_sc_hd__clkdlybuf4s50_1 | 161 |
| sky130_fd_sc_hd__mux4_1 | 2 |
| sky130_fd_sc_hd__mux4_2 | 30 |
[kinds of logic (layout without fill, tap and decap cells)]
kind of cell / Yosys count / in the layout / share of synthesized area, %
buffers and inverters: 7 / 166 / 10.60
multiplexers: 32 / 32 / 89.40
[final timing paths]
path / startpoint / slack, ps / to
max: sel[1] / 350 / out[29]
min: sel[0] / 2220 / out[1]
[tightest hold or removal path: cells and delay by family]
family / cells / cell delay, ps
muxes: 1 / 220
buffers and inverters: 3 / 750
[power by group]
group          switching (mW)  leakage, nW  internal, mW  total (mW)
sequential                  0            0             0           0
clock                       0            0             0           0
combinational          0.0625        0.879         0.281       0.343
Power is estimated from default activity; no workload was simulated.

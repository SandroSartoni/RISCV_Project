[flow/run.sh]
#!/bin/bash
# OpenROAD 26Q1-2900-gdf79404cd8, Yosys 0.63+post, stock flow scripts
make -C /OpenROAD-flow-scripts/flow DESIGN_CONFIG=/design/flow/config.mk WORK_HOME=/design/flow/orfs finish
[flow/config.mk]
export PLATFORM = sky130hd
export DESIGN_NAME = dram
export DESIGN_NICKNAME = dram
export VERILOG_FILES = /design/flow/design.v
export SDC_FILE = /design/flow/constraint.sdc
export NUM_CORES = 4
export LEC_CHECK = 1
export CORE_UTILIZATION = 30
export SYNTH_MEMORY_MAX_BITS = 65536
[flow/constraint.sdc]
current_design dram

set clk_period 176.8
set clk_io_pct 0.2

create_clock -name clk0 -period $clk_period [get_ports {clk}]

set non_clock_inputs [all_inputs -no_clocks]
set_input_delay [expr $clk_period * $clk_io_pct] -clock clk0 $non_clock_inputs
set_output_delay [expr $clk_period * $clk_io_pct] -clock clk0 [all_outputs]
[flow/design.v]
package constants;
	typedef enum logic[2:0] {
		lb_conf = 3'h0,
		lh_conf	= 3'h1,
		lw_conf = 3'h2,
		lbu_conf = 3'h4,
		lhu_conf = 3'h5
	} load_conf;
	typedef enum logic[2:0] {
		sb_conf = 3'h0,
		sh_conf = 3'h1,
		sw_conf = 3'h2
	} store_conf;
	typedef enum logic[2:0] {
		beq_inst = 3'b000,
		bne_inst = 3'b001,
		blt_inst = 3'b100,
		bge_inst = 3'b101,
		bltu_inst = 3'b110,
		bgeu_inst = 3'b111
	} branch_type;
	typedef enum logic[2:0] {
		mul_inst = 3'h0,
		mulh_inst = 3'h1,
		mulhsu_inst = 3'h2,
		mulhu_inst = 3'h3,
		div_inst = 3'h4,
		divu_inst = 3'h5,
		rem_inst = 3'h6,
		remu_inst = 3'h7
	} muldiv_type;
	typedef enum logic [1:0]{  
		NORMAL, 
		FD_DELAY_ONE,
		F_DELAY_ONE, 
		F_DELAY_MEM
	} statetype;
	function automatic integer log2;
		input [31:0] v;
		reg [31:0] value;
		begin
			value = v;
			if (value == 1) begin
				log2 = 1;
			end
			else begin
				value = value-1;
				for (log2=0; value>0; log2=log2+1)
					value = value>>1;
			end
		end
	endfunction
endpackage
module dram
(
	input logic clk,
	input logic nrst,
	input logic[8:0] dmem_addr,  
	input logic[32-1:0] dmem_data,
	input logic dmem_re,
	input logic dmem_we,
	output logic[32-1:0] dmem_out
);
logic[31:0] dram_word [0:511];
int i;
always_ff @(posedge clk) begin
	if(~nrst)
		for(i=0; i<512; i++)
			dram_word[i] <= 32'h00000000;
	else
		if(dmem_we)
			dram_word[dmem_addr] <= dmem_data;
end
assign dmem_out = (dmem_re) ? dram_word[dmem_addr] : 32'h00000000;
endmodule
==> flow_summary.toml <==
# flow metrics
[pwr]
vdd_drop_max_mv = 0.00939
leakagePower_nw = 310
pwr_density_cell_nw_per_um2 = 10.3

[yosys]
avgSynthCellArea_um2 = 15.2
synth_area_um2 = 747000
synth_seq_share = 0.659
synth_async_sr_flop_share = 0
flop_cell = "edfxtp_1"
ys_seq_elements = 16400
yosysWarnings = 1
syn_inst = 49100
ys_types = 67
yosys_cells = 49100
yosys-stat-area_um2 = 747000
edf_count = 16400

[cts]
hold_buffers = 0
cts_buffers = 1772
ctsResizeCount = 0
cts.sinks = 16400
cts_tree = "built"
cts.path.max_buffers = 6
cts-root-buf = "clkbuf_16"
post-cts-setup-buffers = 0
clk_pin_slew_ns = 0.06
htree_levels = 7

[layout]
reg_top3 = "dram_word x16384"
top_register = "dram_word"
syn2layout_area_growth_pct = 13.3
drive_gt1_frac = 0.197
post-route-cell-area_um2 = 846000
largest_register_ffs = 16400

[route]
detail_route.first_pass.iterations = 8
dr_total_vias = 438000
first_iter_violations = 32900
wl_um = 2710000
drtAntennaViolNets = 0
drc = 0
drt-wirelength-per-cell_um = 32.9
routed_via_density = 5.32

[placed_design]
port_buffers = 76
hpwl_um = 1640000
dpl_cell_area_um2 = 792000
gp_congestion = 0.954

[worst_setup_path]
cpPeakStageDelay_ns = 1.04
crit_required_ns = 141.44
crit_family = "buffers and inverters"
arrival_ns = 45.46
cp_cell_sequence = "buf_16 > buf_4 > buf_4 > buf_4 > buf_4 > buf_4 > buf_4 > buf_4 > buf_4 > buf_12 > mux4_2 > mux2i_1 > buf_4 > o22a_1 > o211ai_1 > buf_4 > a2111oi_1 > a41oi_2 > buf_4 > clkdlybuf4s50_1"
setup.worst_path.start_class = "input pin"
startpoint = "dmem_addr[0]"
worstSetupPathType = "input pin to output pin"
path_common_cell = "buf_4"
cp_max_fo = 51
critPathCaptureType = "output pin"
cp_slowest_cell = "a2111oi_1"
crit_buf_inv = 14

[run]
maxCapViolations = 4
warnings = 113

[timing]
hold_violations = 0
post-route-min-period_ns = 80.82
rsz0062_at_grt = "false"
slew_headroom = -0.143
worst_pin_slew_ns = 1.71
maxSlewViolCount = 19
timing.final.crit_share = 0.457
max_freq_mhz = 12.4
final.setup.tns_ns = 0
setup_violations = 0

[floorplanning]
core_um2 = 2480000
rows = 579
die-width_um = 1580
chip_area_um2 = 2500000
io-pin-count = 77
fp_util = 0.301
die_h_um = 1580

[hold_path]
worst_hold_path.endpoint = "dram_word[270][0]$_SDFFCE_PN0P_"
min_path_cells = 2
hp-start = "dmem_data[0]"
hp-class = "input pin to flip-flop"

[grt]
grt_max_degree = 216
grt-ovfl-total = 0
grt_pass1_vias = 455000
grtUsageTotal = 0.228
grt_first_pass_wirelength_um = 3730000
antenna_found_initial = 271

[status]
status = "complete, but fails checks"
violations = "max-capacitance violations, max-slew violations"
## Yosys cell counts, types with 29 or more instances
| cell | number | share of area |
|---|---|---|
| o21ai_0 | 783 | 0.0052 |
| a22o_1 | 185 | 0.0022 |
| a22oi_1 | 985 | 0.0099 |
| buf_6 | 34 | 0.00051 |
| mux2i_1 | 1452 | 0.019 |
| nor4_1 | 32 | 0.00027 |
| o221ai_1 | 73 | 0.00086 |
| nand4_1 | 137 | 0.0011 |
| buf_4 | 109 | 0.0011 |
| edfxtp_1 | 16400 | 0.66 |
| buf_2 | 607 | 0.0041 |
| nor2b_1 | 29 | 0.00024 |
| a31oi_1 | 189 | 0.0016 |
| a221oi_1 | 73 | 0.00086 |
| and4_1 | 36 | 0.00042 |
| a211oi_1 | 92 | 0.00092 |
| and2_1 | 8197 | 0.069 |
| mux4_2 | 3589 | 0.11 |
| nand3_1 | 245 | 0.0016 |
| buf_1 | 225 | 0.0011 |
| o2111ai_1 | 50 | 0.00059 |
| o22ai_1 | 246 | 0.0021 |
| clkbuf_1 | 5224 | 0.026 |
| mux2_2 | 177 | 0.0027 |
| o31a_1 | 29 | 0.00034 |
| nand2_1 | 459 | 0.0023 |
| o211ai_1 | 167 | 0.0017 |
| and3_1 | 8215 | 0.069 |
| nor3_1 | 39 | 0.00026 |
| nor2_1 | 389 | 0.0020 |
| a21oi_1 | 386 | 0.0026 |
## cell type report
class | instances | area, µm²
clock buffer | 2238 | 46500
antenna | 428 | 1070
timing repair buffer | 2686 | 21400
multi-input combinational | 26500 | 238000
fill | 232000 | 1640000
inverter | 23 | 109
tap | 33100 | 41400
clock inverter | 887 | 6190
sequential | 16400 | 492000
## layout by cell type (no fill, tap or decap), types with 27 or more instances in the layout
| cell type | n |
|---|---|
| nor2_1 | 137 |
| buf_12 | 61 |
| buf_8 | 38 |
| mux2_2 | 177 |
| o21ai_0 | 287 |
| o221ai_1 | 70 |
| clkbuf_16 | 1790 |
| a31oi_1 | 180 |
| a211oi_1 | 88 |
| nand4_1 | 137 |
| buf_4 | 2538 |
| a221oi_1 | 69 |
| mux2i_1 | 1449 |
| bufinv_16 | 76 |
| clkdlybuf4s50_1 | 35 |
| a22oi_1 | 976 |
| nand2_2 | 81 |
| clkbuf_1 | 448 |
| diode_2 | 428 |
| and2_1 | 8192 |
| nand3_1 | 241 |
| o2111ai_1 | 47 |
| a22o_1 | 185 |
| and3_1 | 8213 |
| mux4_2 | 3589 |
| o31a_1 | 27 |
| o22ai_1 | 244 |
| clkinv_1 | 500 |
| clkinv_2 | 242 |
| nand2_1 | 360 |
| and4_1 | 36 |
| o211ai_1 | 167 |
| o21ai_4 | 464 |
| nor2_4 | 33 |
| a21oi_1 | 371 |
| nor2_2 | 219 |
| edfxtp_1 | 16400 |
## power by group
group / internal, W / total (W) / switching, W
Clock: 0.00195 / 0.00350 / 0.00155
Combinational: 0.000218 / 0.000715 / 0.000497
Sequential: 0.00446 / 0.00450 / 0.0000470
Total: 0.00663 / 0.00872 / 0.00210
## logic make-up after synthesis
family,Yosys count,synth area share
buffers and inverters,6222,0.0332
muxes,5218,0.130
AOI/OAI and AO/OA,3416,0.0308
and+or+nand+nor,17900,0.147
DFF,16400,0.659
## metal layers
metal  track usage  share of wire
met1         0.229           0.30
met2         0.316           0.43
met3         0.201           0.20
met4         0.120          0.068
met5        0.0385         0.0044
## per-stage QoR
stage,utilization,hold slack [ns],instances,power (W),setup slack (ns)
6_report,0.341,34.39,82300,0.00872,95.98
5_1_grt,0.341,34.36,82100,0.00893,95.38
4_1_cts,0.340,34.31,81800,0.00874,95.62
3_5_place_dp,0.319,35.88,78700,0.00529,95.62
3_3_place_gp,0.319,35.88,78700,0.00528,94.23
2_1_floorplan,-,35.97,49100,0.00494,103.37
## worst max path at each step
stage	to	slack (ns)	cells past startpoint
6_report	dmem_out[1]	95.98	20
5_1_grt	dmem_out[28]	95.38	19
4_1_cts	dmem_out[1]	95.62	20
No activity file was given, so power comes from the tool's default toggle rates.

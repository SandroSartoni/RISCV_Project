===== flow/constraint.sdc =====
current_design kernelLogic

set clk_period 10.6
set clk_io_pct 0.2

create_clock -name clk0 -period $clk_period

set non_clock_inputs [all_inputs -no_clocks]
set_input_delay [expr $clk_period * $clk_io_pct] -clock clk0 $non_clock_inputs
set_output_delay [expr $clk_period * $clk_io_pct] -clock clk0 [all_outputs]

===== flow/config.mk =====
export PLATFORM = sky130hd
export DESIGN_NAME = kernelLogic
export DESIGN_NICKNAME = kernelLogic
export VERILOG_FILES = /design/flow/design.v
export SDC_FILE = /design/flow/constraint.sdc
export NUM_CORES = 4
export LEC_CHECK = 1
export CORE_AREA = 10 10 113 113
export DIE_AREA = 0 0 123 123

===== flow/run.sh =====
#!/bin/bash
# OpenROAD 26Q1-2900-gdf79404cd8, Yosys 0.63+post, stock flow scripts
make -C /OpenROAD-flow-scripts/flow DESIGN_CONFIG=/design/flow/config.mk WORK_HOME=/design/flow/orfs finish

===== flow/design.v =====
module kernelLogic (data,notData,saveReminder,opCode,sumMSBs,carryMSBs,multDecisionBits,SignSel,Non0,outData,d_MSB);
  parameter parallelism=32;
  parameter csaBits=5;
  input [parallelism:0] data;
  input [parallelism:0] notData;
  input saveReminder;
  input [2:0] opCode;
  input [csaBits-1:0] sumMSBs;
  input [csaBits-1:0] carryMSBs;
  input [1:0] multDecisionBits;
  input d_MSB;
  output SignSel;
  output Non0;
  output [parallelism:0] outData;
  logic [1:0] divisionControl;
  logic signD;
  logic unsigned [csaBits-1:0] tempU;
  logic signed [csaBits-1:0] temp;
  always_comb begin
    tempU=($unsigned(sumMSBs))+($unsigned(carryMSBs));
    temp=($signed(tempU));
    if (temp<-2) begin
      divisionControl=2'b00;
    end else if (temp>=0) begin
      divisionControl=2'b01;
    end else begin
      divisionControl=2'b11;
    end
  end
  always_comb begin
    if(opCode[0]) begin                  
      signD=0;
    end else begin
      signD=d_MSB;
    end
  end
  logic SS,N0;
  logic signed [parallelism:0] oData;
  assign SignSel=SS;
  assign Non0=N0;
  assign outData=oData;
  always_comb begin
    if (saveReminder) begin               
      SS=1'b0;
      N0=1'b0;
      oData={parallelism{1'b0}};
    end else begin
      if (opCode[2]==1'b1) begin         
        if (!signD) begin     
          case (divisionControl)
            2'b00: begin
              oData=data;
              SS=1'b1;
              N0=1'b1;
            end
            2'b01: begin
              oData=notData;
              SS=1'b0;
              N0=1'b1;
            end
            default: begin
              oData={parallelism{1'b0}};
              SS=1'b0;
              N0=1'b0;
            end
          endcase
        end else begin                 
          case (divisionControl)
            2'b00: begin
              oData=notData;
              SS=1'b1;
              N0=1'b1;
            end
            2'b01: begin
              oData=data;
              SS=1'b0;
              N0=1'b1;
            end
            default: begin
              oData={parallelism{1'b0}};
              SS=1'b0;
              N0=1'b0;
            end
          endcase
        end
      end else begin                     
        SS=1'b0;
        N0=1'b0;
        case (multDecisionBits)
          2'b10: oData=notData;  
          2'b01: oData=data;  
          default: oData={parallelism{1'b0}};
        endcase
      end
    end
  end
endmodule  

==> impl_report.txt <==
=== SYNTHESIS / PLACE & ROUTE SUMMARY ===
----------------------------------------------------
[Run status]
  Outcome ........................ completed

[STA]
  Transition time at the pin with the least slew margin ........................ 695 ps
  Final Cycle Share ........................ 73.3%
  Setup repair after global routing missed its margin ........................ false
  Final worst slack ........................ roughly 2800 ps
  Minimum clock period ........................ 7770 ps
  Number of failing hold endpoints at the final stage ........................ 0
  Fmax ........................ 129 MHz
  Setup violators final ........................ 0
  Aggregate negative setup slack ........................ 0 ps
  Number of slew-limit violations in the final report ........................ 0
  Worst-case hold slack ........................ around 5300 ps
  Slew HR ........................ 53.6%

[Route]
  Drt first pass iters ........................ 4
  Average wire per standard cell ........................ 18.4 um
  Violation tally from detailed-route iteration zero ........................ 90
  Residual DRC count ........................ 0
  Count of vias placed by the detailed router ........................ between 2,000 and 2,500
  Total length of routed wires ........................ approximately 8.3 mm
  Number of antenna-violating nets in the routed design ........................ 0
  Vias/cell ........................ 5.05
  Antenna diode count ........................ 0

[Die]
  Die Width ........................ 123 um
  Die area ........................ around 15,000 um^2
  Core area ........................ 10,300 um^2
  Ports ........................ about 120
  Total number of placement rows ........................ 37
  Height of the die ........................ 123 um
  Core Util at FP ........................ between 20% and 30%

[Logic synthesis]
  Part of the Yosys area used for sequential elements ........................ 0%
  Post-Synthesis Cell Area ........................ around 2300 um^2
  Synthesized area per cell ........................ 10.0 um^2
  Syn Inst Count ........................ roughly 230
  Yosys warnings ........................ 1
  Synthesized chip area reported by yosys ........................ 2250 um^2
  Number of distinct standard cells referenced by the synthesized netlist ........................ 26
  Yosys cell count ........................ 225

[Cells and area]
  Number of inserted filler cells in the final layout ........................ between 1,000 and 1,500
  Most common logic cells in the final layout ........................ 117 x clkdlybuf4s50_1, 60 x mux2_4, 36 x a22oi_1
  Share of post-route cells with drive strength above 1 ........................ 32.8%
  Sequential cell area ........................ 0 um^2
  Area growth, synth to finish ........................ 53.8%
  Number of flip-flops and latches ........................ 0
  Area of all placed cells without fillers ........................ 3470 um^2
  Most frequent logic cell in the layout ........................ clkdlybuf4s50_1
  Layout clock buffer count ........................ 0

[Placement]
  Post-Place Setup Slack ........................ 2790 ps
  Input/output buffers ........................ around 120
  Cell area after placement ........................ between 3000 and 4000 um^2
  Final weighted congestion in routability-driven placement ........................ 0.760
  Half-perimeter wire length after detailed placement ........................ 5.76 mm

[Flow run]
  Number of max-capacitance violations reported ........................ 0
  Count of warning messages emitted by the tools ........................ 35

[Global routing]
  Maximum number of pins on one net before global-route repair ........................ 35
  Number of antenna violations at the first check in global routing ........................ 0
  Global routing usage summed across all routing layers ........................ 10.4%
  Via count of the first global-routing pass ........................ 2,391
  Wire length of the first global-routing pass ........................ 13.0 mm
  Remaining global-route overflow ........................ 0

[Critical path]
  Kind of start point of the critical path ........................ primary input
  Arrival time reported for the critical path endpoint ........................ 5650 ps
  Critical path fanouts, max ........................ 19
  CP endpoint kind ........................ primary output
  Classification of the worst setup path ........................ in -> out
  CP required ........................ approximately 8500 ps

[Power]
  Leakage power figure ........................ roughly 1.3 nW
  Total power per unit cell area ........................ 64.3 nW/um^2
  Largest vdd supply drop ........................ roughly 0.045 mV

[CTS]
  Number of hold buffers added after cts ........................ 0
  Post-CTS setup buffer count ........................ 0
  Cells resized by post-CTS repair ........................ 0

[Worst hold path]
  Worst min path class ........................ in -> out

----------------------------------------------------
-- critical path, stage by stage --
cell and delay (ps):
clkdlybuf4s50_1 420, and2_1 170, fa_1 400, a21o_1 180, a21oi_1 160, xnor2_1 120, inv_1 100, nand4_1 100
ha_2 650, buf_4 420, a22oi_2 80, o22ai_1 200, clkdlybuf4s50_1 510
-- area by class of cell --
class | count | area [um^2] | share of cell area, %
multi-input cells | 189 | 2060 | 59.4
repair buffers | 124 | 1220 | 35.3
well taps | 136 | 170 | 4.91
inverters | 4 | 15.0 | 0.433
-- logic make-up (layout without fill, tap and decap cells) --
family / after synthesis / after routing / synth area share, %
XOR/XNOR: 4 / 4 / 1.55
multiplexers: 66 / 66 / 43.0
adder cells (fa/ha/maj): 8 / 8 / 4.77
AND-OR/OR-AND: 103 / 103 / 39.0
AND/OR/NAND/NOR: 8 / 8 / 2.94
buffers and inverters: 36 / 128 / 8.82
-- through the flow --
step,util (%),instances,total power [mW]
detailed placement,33.6,453,0.226
global placement,33.6,453,0.224
floorplan,-,225,0.135
CTS,33.6,453,0.227
global route,33.6,453,0.242
finish,33.6,453,0.223
-- synthesized netlist by cell type, drive strengths merged --
library cell  count  area share (%)
a22oi            66              29
mux2             66              43
o22ai            33             9.2
clkbuf           17             2.8
buf              15             5.3
ha                7             3.9
inv               4            0.67
xnor2             3             1.2
a21oi             2            0.44
a21o              1            0.33
a31o              1            0.39
and2              1            0.28
and2b             1            0.33
and3b             1            0.39
and4              1            0.39
fa                1            0.89
nand2b            1            0.61
nand4             1            0.28
or3               1            0.28
or3b              1            0.39
xor2              1            0.39
-- metal layers --
layer / global-route usage (%) / part of all wire [%] / wire, um
met1: 13.2 / 42 / 3490
met2: 18.4 / 51 / 4210
met3: 1.99 / 6.4 / 531
met4: 1.16 / 1.1 / 89
met5: 0 / 0 / 0
-- worst paths after layout --
path / from / to / slack [ps] / depth (start not counted)
setup / recovery: sumMSBs[0] / outData[19] / 2830 / 13
hold / removal: opCode[2] / SignSel / 5250 / 3
-- where the power goes --
part | total [mW] | internal [mW] | switching, mW
combinational | 0.223 | 0.128 | 0.0954
clock | 0 | 0 | 0
sequential | 0 | 0 | 0
Power figures rest on the tool's default switching activity, not on a simulated workload.
